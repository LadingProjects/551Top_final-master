==> flow/design.v <==
module slide_intf(clk, rst_n, cnt, cnv_cmplt, res, strt_cnv,
POT_LP, POT_B1, POT_B2, POT_B3, POT_HP, VOLUME);
input clk, rst_n, cnv_cmplt;
input [11:0] res;
output reg [11:0] POT_LP, POT_B1, POT_B2, POT_B3, POT_HP, VOLUME;
output reg [2:0] cnt;
output reg strt_cnv;
reg state, nxtstate;
wire [11:0] res;
localparam IDLE = 1'b0;
localparam CNV = 1'b1;
always @(posedge clk) begin   
 if(cnt==3'b000 & cnv_cmplt)
  POT_LP <= res;
 else
  POT_LP <= POT_LP;
end
always @(posedge clk) begin
 if(cnt==3'b001 & cnv_cmplt)
  POT_B1 <= res;
 else
  POT_B1 <= POT_B1;
end
always @(posedge clk) begin
 if(cnt==3'b010 & cnv_cmplt)
  POT_B2 <= res;
 else
  POT_B2 <= POT_B2;
end
always @(posedge clk) begin
 if(cnt==3'b011 & cnv_cmplt)
  POT_B3 <= res;
 else
  POT_B3 <= POT_B3;
end
always @(posedge clk) begin
 if(cnt==3'b100 & cnv_cmplt)
  POT_HP <= res;
 else
  POT_HP <= POT_HP;
end
always @(posedge clk) begin
 if(cnt==3'b111 & cnv_cmplt)
  VOLUME <= res;
 else
  VOLUME <= VOLUME;
end
always_ff @(posedge clk, negedge rst_n)  
 if(!rst_n)
  state <= IDLE;
 else
  state <= nxtstate;
always_ff @(posedge clk, negedge rst_n)
 if(!rst_n)
  cnt <= 3'b000;
always @(*) begin
	nxtstate = IDLE; 
	strt_cnv = 1'b0;
	case(state)
		IDLE:  begin   
			strt_cnv = 1'b1;
			nxtstate = CNV;	
			if(cnt == 3'b100)   
				cnt = 3'b111;
		    else
				cnt = cnt + 1;		
		end
		CNV: if(!cnv_cmplt) begin   
			nxtstate = CNV;			
		end else begin
			strt_cnv = 1'b0;
			nxtstate = IDLE;			
		end
		default : begin
			strt_cnv = 1'b1;
			nxtstate = CNV;
		end
	endcase
end
endmodule
==> flow/run.sh <==
#!/bin/bash
# OpenROAD 26Q1-2900-gdf79404cd8, Yosys 0.63+post, stock flow scripts
make -C /OpenROAD-flow-scripts/flow DESIGN_CONFIG=/design/flow/config.mk WORK_HOME=/design/flow/orfs finish
==> flow/config.mk <==
export PLATFORM = sky130hd
export DESIGN_NAME = slide_intf
export DESIGN_NICKNAME = slide_intf
export VERILOG_FILES = /design/flow/design.v
export SDC_FILE = /design/flow/constraint.sdc
export NUM_CORES = 4
export LEC_CHECK = 1
export CORE_AREA = 10 10 73 73
export DIE_AREA = 0 0 83 83
==> flow/constraint.sdc <==
current_design slide_intf

set clk_period 1.0
set clk_io_pct 0.2

create_clock -name clk0 -period $clk_period [get_ports {clk}]

set non_clock_inputs [all_inputs -no_clocks]
set_input_delay [expr $clk_period * $clk_io_pct] -clock clk0 $non_clock_inputs
set_output_delay [expr $clk_period * $clk_io_pct] -clock clk0 [all_outputs]
==> flow_summary.toml <==
# generated from flow reports
[final_layout]
n_fill_cell = 411
layout_top_cell = "conb_1"
comb_area_sq_um = 240
fin_area_sq_um = 965
final_util = 0.258
layout_top_cells = "conb_1 (63), clkdlybuf4s50_1 (14), edfxtp_1 (12)"
layout-drive-gt1-share = 0.145
syn_to_final_growth_pct = 10.9
seq_area_sq_um = 385

[floorplanning]
fp_util = 0.232
io_pins = 91
die_y_um = 83
die_width_um = 83
chip_area_sq_um = 6890
core_sq_um = 3740
rows = 22

[run]
openroad.warnings = 25
drv_cap = 0

[critical_path]
cp-start-kind = "flip-flop"
crit_chain = "clkdlybuf4s15_1"
max_stage_delay_ps = 350
crit_buf_inv = 1
path_max_fanout = 1
cp-end-kind = "output port"
cp.arrival_ps = 760
cpMaxStageDelayCell = "edfxtp_1"
criticalPathCategory = "flip-flop to output port"
crit_required_ps = 800
crit_family = "flip-flops"

[power]
power_density_nw_per_um2 = 1260
vdd.ir_drop.worst_uv = 384
p_leak_uw = 0.000484
power_uw = 1210

[run_status]
status = "complete, no violations"

[clocking]
hold_buffers = 0
clockBufferDepth = 2
numCtsBuffers = 3
cts_max_level = 1
cts_root_buffer = "clkbuf_8"
cts_sinks = 13
tritoncts = "built"
clk_pin_slew_ps = 50
clock_latency_ps = 230

[global_route]
grt_pass1_vias = 484
grt-ovfl-total = 0
globalRoute.busiestLayer = "met2"
grt_pass1_wl_um = 2440
grt_max_degree = 14
use_met3 = 0.0128
antenna_found_initial = 0
grt_usage = 0.0425
grt_use_met1 = 0.0487
grt_use_met2 = 0.0754

[detailed_routing]
drc = 0
vias_per_cell = 2.53
antenna_cells = 0
vias = 399
wirelength_um = 1770
routedWlPerCell_um = 11.2
ant_nets = 0
drt_first_pass_iters = 2
first_iter_violations = 10

[sta]
finalCritPeriodShare = 0.963
worst_slack_ps = 37.1
skew_ps = 0
fin_tns_setup_ps = 0
slew_violations = 0
fin_crit_ps = 963
hold_viol_final = 0
fmax_ghz = 1.04
rsz0062_at_grt = "false"
setup_viol = 0

[logic_synthesis]
netlist.area_leader.share = 0.544
synth_cells = 79
ys_seq_frac = 0.443
area_leaders = "buf_4 (54%), edfxtp_1 (41%), dfrtp_1 (2.9%)"
ys_cells = 79
yosys_area_sq_um = 870
ys_types = 6
synth_flops = 13
syn_area_sq_um = 870
synth_area_leader_cell = "buf_4"
synth_warnings = 13
postSynthAreaPerCell_sq_um = 11.0

[placement]
dpl-instance-area_sq_um = 980
placement.io_buffers = 27
dp_slack_ps = -157
place.gp.congestion = 0.705
hpwl_um = 1610

[min_path]
holdCritPathClass = "primary input to asynchronous set/reset pin"
## registers in the layout, indices dropped and copies added (netlist names)
| name | flops |
|---|---|
| POT_LP | 12 |
| state | 1 |
## synth_stat cells (all sizes together)
library cell  number
buf               63
nand2              1
dfrtp              1
conb               1
edfxtp            12
inv                1
## cell families after synthesis
| kind of cell | synth area share |
|---|---|
| buf+inv | 0.548 |
| flops | 0.443 |
| other cells | 0.00431 |
| simple gates | 0.00431 |
## power by group
group / internal, uW / total [uW] / switching [uW] / leakage (uW)
combinational: 81.9 / 121 / 39.4 / 0.000333
sequential: 642 / 651 / 9.41 / 0.000128
clock: 280 / 442 / 162 / 0.0000228
total: 1000 / 1210 / 211 / 0.000484
## metal layers
metal,wire [um],part of all wire
met1,677,0.38
met2,908,0.51
met3,152,0.086
met4,27,0.015
met5,0,0
## path summary, 6_finish.rpt
kind | start | to | slack (ps) | cells past startpoint
min reg2reg | state$_DFF_PN0_ | state$_DFF_PN0_ | 430 | 1
max reg2reg | state$_DFF_PN0_ | state$_DFF_PN0_ | 500 | 1
max in group asynchronous | rst_n | state$_DFF_PN0_ | 800 | 1
min | rst_n | state$_DFF_PN0_ | 100 | 1
max | POT_LP[3]$_DFFE_PP_ | POT_LP[3] | 40 | 1
min in group clk0 | state$_DFF_PN0_ | state$_DFF_PN0_ | 430 | 1
## repair_timing
item / 4_1_cts / 5_1_grt
buffers inserted: 0 / 0
gates resized: 27 / 11
endpoints found under the setup margin: 13 / 11
pin swaps: 0 / 0
## per-stage QoR
stage	cells	hold slack, ps
6_report	158	102
2_1_floorplan	141	-95.6
5_1_grt	158	95.2
3_5_place_dp	154	354
4_1_cts	158	97.6
3_3_place_gp	154	351
## final cells by class
cell class	instances	share of cell area
Clock buffer	4	0.0467
Inverter	1	0.00389
Multi-Input combinational cell	64	0.249
Sequential cell	13	0.399
Tap cell	48	0.0623
Timing Repair Buffer	28	0.239
Power figures rest on the tool's default switching activity, not on a simulated workload.
