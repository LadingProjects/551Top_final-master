===== /design/flow/design.v =====
module A2D_intf(clk, rst_n, chnnl, strt_cnv, MISO, cnv_cmplt, res, A2D_SS_n, SCLK, MOSI);
input clk, rst_n, MISO, strt_cnv;
input [2:0]chnnl;
output A2D_SS_n, MOSI, SCLK;
output [11:0] res;
output cnv_cmplt;
reg [2:0]state, nxtstate;
reg set_cc, wrt, cnv_cmplt, clr_cc;
reg [11:0] res;
reg [15:0] rd_data, cmd;
wire done;
localparam IDLE = 2'b00;
localparam WAIT = 2'b01;
localparam SPI_snd = 2'b10;
localparam SPI_get = 2'b11;
SPI_mstr iSPI(.clk(clk), .rst_n(rst_n), .SS_n(A2D_SS_n), .SCLK(SCLK), .MISO(MISO), .MOSI(MOSI), .wrt(wrt), .done(done), .rd_data(rd_data), .cmd(cmd));
always @(posedge clk, negedge rst_n) begin
 if(!rst_n)
  state <= IDLE;
 else
  state <= nxtstate;
end
always @(posedge clk, negedge rst_n) begin
 if(!rst_n)
  cnv_cmplt <= 1'b0;
 else if(clr_cc)
  cnv_cmplt <= 1'b0;
 else if(set_cc)
  cnv_cmplt <= 1'b1;
end
always @(*) begin
  wrt = 0;
  set_cc = 0;
  nxtstate = IDLE;
  clr_cc = 0;
  case(state)
	IDLE : begin
	clr_cc = 1;
	if(strt_cnv) begin
		nxtstate = SPI_snd;
		wrt = 1;
	end else 
		nxtstate = IDLE;
	end
	WAIT : begin
		nxtstate = SPI_get;
		wrt = 1;
	end 
	SPI_snd : if(!done) 
		nxtstate = SPI_snd;
	else
		nxtstate = WAIT;
	SPI_get : if(!done)
		nxtstate = SPI_get;
	else begin
	   set_cc = 1;
		nxtstate = IDLE;
	end
	default : nxtstate = IDLE;
  endcase
end  
assign cmd = {2'b00, chnnl, 11'h000};
assign res = rd_data[11:0];
endmodule
module SPI_mstr(
	input clk,
	input rst_n,
	input wrt,
	input MISO,
	input [15:0] cmd,			 
	output reg done,				 
	output [15:0] rd_data,		 
	output SCLK,
	output reg SS_n,
	output MOSI
);
typedef enum reg[1:0] {IDLE,SHIFT,PORCH} state_t;
state_t state, nxt_state;
reg [4:0] dec_cnt, shft_cnt;
reg [15:0] shft_reg;
reg clr_done, set_done;
reg rst_cnt, en_cnt, shft;
assign MOSI = shft_reg[15];
assign rd_data = shft_reg;
always @(posedge clk, negedge rst_n) begin
	if (!rst_n) begin
		done <= 1'b0;
		SS_n <= 1'b0;
	end else if(set_done) begin
		done <= 1'b1;
		SS_n <= 1'b1;
	end else if(clr_done) begin
		done <= 1'b0;
		SS_n <= 1'b0;
	end
end
always @(posedge clk, negedge rst_n) 
	if(!rst_n)
		dec_cnt <= 5'h18;
	else if(rst_cnt)
		dec_cnt	<= 5'h18;
	else
		dec_cnt <= dec_cnt - 1;
assign SCLK = dec_cnt[4];
always @(posedge clk, negedge rst_n)
	if(!rst_n)
		shft_cnt <= 5'h00;
	else if(en_cnt)
		shft_cnt <= shft_cnt + 1;
always @(posedge clk)
	if (wrt)
		shft_reg <= cmd;
    else if (shft)
		shft_reg <= {shft_reg[14:0],MISO};
always @(posedge clk, negedge rst_n)
	if(!rst_n)
		state = IDLE;
	else 
		state = nxt_state;
always @(*) begin
	rst_cnt = 0;
	en_cnt = 0;
	shft = 0;
	set_done = 0;
	clr_done = 0;
	nxt_state = IDLE;
	case (state)
		IDLE : begin
			rst_cnt = 1'b1;
			if (wrt) begin
				nxt_state = SHIFT;
				clr_done = 1'b1;
			end
			else 
				nxt_state = IDLE;
		end
		SHIFT : begin
			en_cnt = (dec_cnt == 5'b11110) ? 1'b1 : 1'b0;
			shft = (dec_cnt == 5'b11110) ? 1'b1 : 1'b0;
			if (shft_cnt[4])
				nxt_state = PORCH;
			else
				nxt_state = SHIFT;
		end
		PORCH : begin
			if (dec_cnt == 5'b11000) begin
				nxt_state = IDLE;
				set_done = 1'b1;
			end
			else
				nxt_state = PORCH;
		end
		default : nxt_state = IDLE;
	endcase
end
endmodule

===== /design/flow/run.sh =====
#!/bin/bash
# OpenROAD 26Q1-2900-gdf79404cd8, Yosys 0.63+post, stock flow scripts
make -C /OpenROAD-flow-scripts/flow DESIGN_CONFIG=/design/flow/config.mk WORK_HOME=/design/flow/orfs finish

===== /design/flow/config.mk =====
export PLATFORM = sky130hd
export DESIGN_NAME = A2D_intf
export DESIGN_NICKNAME = A2D_intf
export VERILOG_FILES = /design/flow/design.v
export SDC_FILE = /design/flow/constraint.sdc
export NUM_CORES = 4
export LEC_CHECK = 1
export CORE_AREA = 10 10 98 98
export DIE_AREA = 0 0 108 108

===== /design/flow/constraint.sdc =====
current_design A2D_intf

set clk_period 2.0
set clk_io_pct 0.2

create_clock -name clk0 -period $clk_period [get_ports {clk}]

set non_clock_inputs [all_inputs -no_clocks]
set_input_delay [expr $clk_period * $clk_io_pct] -clock clk0 $non_clock_inputs
set_output_delay [expr $clk_period * $clk_io_pct] -clock clk0 [all_outputs]

==> flow_summary.ini <==
; synthesis and place-and-route metrics
[global_route]
grt_busiest_layer = met2
grt_max_degree = 20
grt_pass1_wl_um = 4770
gr-usage-met1_pct = 6.92
grt_pass1_vias = 976
grt_usage_pct = 5.04
grt_overflow_total = 0
use_met2_pct = 7.84
antenna_found_initial = 0
gr-usage-met3_pct = 1.51

[timing]
max_freq_mhz = 585
maxSlewViolCount = 0
setup_tns_ps = 0
min_period_ps = 1710
worst_hold_slack_ps = 449
tightest_slew_ps = 361
setup_slack_ps = 290
setup_violations = 0
fin_crit_sh_pct = 85.5
maxSlewHeadroom_pct = 76.0
hold_violations = 0
rsz0062_at_grt = no
final.setup_skew_ps = 5.75

[clock_network]
clkLatencyLatePin_ps = 280
clk_pin_slew_ps = 60
clock-sinks = 35
postCtsSetupRepairBufs = 0
cts_max_path_buffers = 2
post_cts_resized = 0
cts_buffers = 5
hold_buffers = 0
cts_tree = built
cts_max_level = 2
cts_root_buf = clkbuf_8

[pwr]
p_per_area_nw_per_um2 = 672
seqPwrFrac_pct = 58.3
p_leak_uw = 0.000747
vdd_drop_max_mv = 0.190
combPwrFrac_pct = 2.8
switchingPower_uw = 258
switching_share_pct = 20.9
power.internal_uw = 977
clock_power_share_pct = 38.9

[routing]
routedWlPerCell_um = 10.9
drc_errors = 0
drt_pre_antenna_iters = 4
ant_nets = 0
dr.first_iter.drc_count = 43
insertedDiodeCount = 0
drt-total-wl_um = 2810
vias = 930
drt-vias-per-instance = 3.60

[synth]
syn_area_um2 = 1490
synth_chip_area_um2 = 1490
yosys.area.top_type = dfrtp_1
netlist-cell-type-count = 29
yosysTopAreaCellShare_pct = 25.1
numSynthFlops = 35
ys_cells = 137
avgSynthCellArea_um2 = 10.9
syn_inst = 137
topCellsByArea = dfrtp_1, dfxtp_1, mux2i_1, dfstp_2, buf_4
ys_seq_share_pct = 55.7
ys_warn_count = 4

[die]
die-width_um = 108
fp.dieH_um = 108
die_area_um2 = 11700
placementRows = 32
fp_util_pct = 19.5
io_pins = 23
core_um2 = 7650

[critical_path]
critPathKind = flop to output pin
critical_path_buf_inv_count = 1
slowest_delay_ps = 560
cp.required_ps = 1600
cp_top_family = flip-flops
critPathLaunchType = flop
worstPathArrival_ps = 1310
cp_cell_sequence = clkdlybuf4s50_1
end_kind = output pin
slowest_stage = dfstp_2
path_max_fanout = 4

[run]
log.warning_count = 26
max-cap-violations = 0

[final_layout]
post-route-util_pct = 24.0
layout_top_cell = nand2_1
largest_register_ffs = 16
layout_top_cells = nand2_1, clkdlybuf4s50_1, dfrtp_1
area_delta_synth_final_pct = 23.1
final_area_um2 = 1840
drive_above_1_share_pct = 10.3

[place]
place_area_um2 = 1760
dpl_worst_slack_ps = 234
gp_congestion = 0.765
io_buffers = 22
hpwl_um = 2100

[status]
status = finished, final reports clean

[worst_hold_path]
min_path_type = flop to flop
## metal layers
metal  routed length [um]  vias to the layer above
li1                     -                      477
met1                 1340                      432
met2                 1290                       15
met3                  120                        6
met4                   53                        0
met5                    0                        -
## final cells by class
class,instances,area (um2)
clock buffers,6,72.6
clock inverters,2,8.76
fillers,795,5810
inverters,5,18.8
multi-input cells,82,529
flip-flops and latches,35,831
well taps,102,128
repair buffers,26,250
## power groups by stage
stage	clock network, uW	registers, uW	logic, uW
5_1_grt	527	720	40.0
6_report	480	720	35.2
4_1_cts	503	720	36.8
## logic make-up (layout without fill, tap and decap cells)
kind of cell	count (synthesis)	after routing	synth area share, %
simple gates	45	45	13.2
flops	35	35	55.7
buf+inv	20	39	8.88
mux	14	14	9.47
compound gates	13	13	6.12
xor+xnor	7	7	4.11
fa+ha+maj	3	3	2.51
## stage by stage
stage | cells | total power (uW)
6_report | 258 | 1240
5_1_grt | 258 | 1290
4_1_cts | 258 | 1260
3_5_place_dp | 250 | 771
3_3_place_gp | 250 | 770
2_1_floorplan | 137 | 742
## cell usage after synthesis
master	number
a21oi_2	1
o21ai_0	5
mux2_2	1
inv_1	5
and2_1	2
nand2b_1	2
dfstp_2	4
nor3_1	3
a21oi_1	1
buf_6	1
buf_2	1
mux2i_1	13
xor2_1	3
a21o_1	2
dfrtp_1	15
a22o_1	2
xnor2_1	4
nand4_1	1
edfxtp_1	3
and2b_1	1
a32o_1	2
nand3_1	2
or2_1	1
buf_4	13
nor3b_1	1
nor2_1	6
ha_1	3
dfxtp_1	13
nand2_1	26
## path summary, 6_finish.rpt
kind | cells after the start | startpoint | end | slack, ps
worst max-delay path | 1 | iSPI.dec_cnt[4] | SCLK | 290
max in group asynchronous | 2 | rst_n | iSPI.dec_cnt[4] | 1260
min in group asynchronous | 2 | rst_n | cnv_cmplt | 470
worst min-delay path | 1 | iSPI.dec_cnt[0] | iSPI.dec_cnt[0] | 450
worst max register to register | 5 | iSPI.dec_cnt[0] | iSPI.shft_reg[13] | 420
worst min register to register | 1 | iSPI.dec_cnt[0] | iSPI.dec_cnt[0] | 450
Power is estimated from default activity; no workload was simulated.
